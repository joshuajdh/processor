==> design.v <==
`timescale 1 ns / 1 ps
module OneShot(clk, rst, in, os);
    input wire logic clk;        
    input wire logic rst;        
    input wire logic in;         
    output logic os;             
    logic [1:0] state, next_state;
    localparam logic[1:0] ZERO = 2'b00;
    localparam logic[1:0] INC = 2'b01;
    localparam logic[1:0] ONE = 2'b10;
    always_ff@(posedge clk)
        if (rst)
            state <= ZERO;
        else
            state <= next_state;
    always_comb begin
        next_state = state;
        case(state)
            ZERO:
                if (in)
                    next_state = INC;
            INC:
                if (in)
                    next_state = ONE;
                else
                    next_state = ZERO;
            ONE:
                if (!in)
                    next_state = ZERO;
            default:
             next_state = ZERO;
        endcase
    end
    assign os = (state == INC);
endmodule
`timescale 1 ns / 1 ps
module UpDownButtonCount(clk, btnc, btnu, btnd, btnl, btnr, sw, led);
    input wire logic clk, btnc, btnu, btnd, btnl, btnr;
    input wire logic [15:0]sw;
    output logic [15:0] led;
    logic [15:0] count_i;
    logic inc_count;
    logic rst;
    logic btnu_d, btnu_dd, btnd_d, btnd_dd, btnl_d, btnl_dd, btnr_d, btnr_dd, inc;
    assign rst = btnc;
    always_ff@(posedge clk)
        if (rst) begin
            btnu_d <= 0;
            btnu_dd <= 0;
        end
        else begin
            btnu_d <= btnu;
            btnu_dd <= btnu_d;
        end
    always_ff@(posedge clk)
        if (rst) begin
            btnd_d <= 0;
            btnd_dd <= 0;
        end
        else begin
            btnd_d <= btnd;
            btnd_dd <= btnd_d;
        end
    always_ff@(posedge clk)
        if (rst) begin
            btnl_d <= 0;
            btnl_dd <= 0;
        end
        else begin
            btnl_d <= btnl;
            btnl_dd <= btnl_d;
        end
    always_ff@(posedge clk)
        if (rst) begin
            btnr_d <= 0;
            btnr_dd <= 0;
        end
        else begin
            btnr_d <= btnr;
            btnr_dd <= btnr_d;
        end 
    assign inc_u = btnu_dd;
    assign inc_d = btnd_dd;
    assign inc_l = btnl_dd;
    assign inc_r = btnr_dd;
    OneShot os_u (.clk(clk), .rst(rst), .in(inc_u), .os(inc_count));
    OneShot os_d (.clk(clk), .rst(rst), .in(inc_d), .os(dec_count));
    OneShot os_r (.clk(clk), .rst(rst), .in(inc_r), .os(inc_count_switches));
    OneShot os_l (.clk(clk), .rst(rst), .in(inc_l), .os(dec_count_switches));
    always_ff@(posedge clk)
        if (rst)
            count_i <= 0;
        else if (inc_count)
            count_i <= count_i + 1;
        else if (dec_count)
            count_i <= count_i - 1;
        else if (inc_count_switches)
            count_i <= count_i + sw;
        else if (dec_count_switches)
            count_i <= count_i - sw;
    assign led = count_i;
endmodule
==> run.sh <==
#!/bin/bash
# OpenROAD 26Q1-2900-gdf79404cd8, Yosys 0.63+post, stock flow scripts
make -C /OpenROAD-flow-scripts/flow DESIGN_CONFIG=/design/flow/config.mk WORK_HOME=/design/flow/orfs finish
==> config.mk <==
export PLATFORM = sky130hd
export DESIGN_NAME = UpDownButtonCount
export DESIGN_NICKNAME = UpDownButtonCount
export VERILOG_FILES = /design/flow/design.v
export SDC_FILE = /design/flow/constraint.sdc
export NUM_CORES = 4
export LEC_CHECK = 1
export CORE_UTILIZATION = 30
==> constraint.sdc <==
current_design UpDownButtonCount

set clk_period 11.8
set clk_io_pct 0.2

create_clock -name clk0 -period $clk_period [get_ports {clk}]

set non_clock_inputs [all_inputs -no_clocks]
set_input_delay [expr $clk_period * $clk_io_pct] -clock clk0 $non_clock_inputs
set_output_delay [expr $clk_period * $clk_io_pct] -clock clk0 [all_outputs]
==> results.py <==
# Flow results
metrics = {
    "floorplan": {
        "chipArea_um2": 10900,
        "dieWidth_um": 104,
        "die_h_um": 104,
        "fp_util_pct": 31.5,
        "ios": 38,
        "fp-row-count": 36,
        "core_region_area_um2": 9950,
    },
    "grt": {
        "grt_max_degree": 32,
        "grt_pass1_vias": 2691,
        "grt_pass1_wl_um": 12100,
        "antenna_found_initial": 0,
        "grt_usage_pct": 13.3,
        "grt-ovfl-total": 0,
    },
    "placed_design": {
        "port-buffer-count": 37,
        "dp_cells": 577,
        "hpwlAfterDp_um": 5350,
        "post-place-ws_ps": 3850,
        "gp_congestion": 0.823,
    },
    "final_timing": {
        "fin_crit_ps": 7630,
        "clock.fmax_mhz": 131,
        "finalHoldViolCount": 0,
        "rsz0062_at_grt": "false",
        "setup_viol_count_final": 0,
        "relSlewSlack_pct": 42.2,
        "worst_pin_slew_ps": 865,
        "finalSetupTns_ps": 0,
        "skew_ps": 5.45,
        "finalMaxSlewViolations": 0,
        "min_period_over_period_pct": 64.7,
        "layout_setup_ws_ps": 4170,
    },
    "flow_run": {
        "maxCapViolCount": 0,
        "warnings": 26,
    },
    "route": {
        "antennaDiodeCount": 0,
        "drt-total-wl_um": 6880,
        "wl_met2_um": 3280,
        "first_iter_violations": 130,
        "routed.top_layer": "met4",
        "wl_met1_um": 3330,
        "wl_met3_um": 217,
        "viasPerCell": 5.05,
        "drc": 0,
        "drt_first_pass_iters": 4,
        "vias": 2952,
        "ant_nets": 0,
        "wire_per_inst_um": 11.8,
    },
    "synth": {
        "async_flop_share_pct": 0,
        "area_leaders": "dfxtp_1, xnor2_1, ha_1",
        "synth.largest_area_cell": "dfxtp_1",
        "most_common_cell": "nor2_1",
        "ys.flop_type": "dfxtp_1",
        "synth-edff-count": 0,
        "synth_top_area_share_pct": 20.4,
        "common_cells": "nor2_1, nand2_1, a21oi_1, dfxtp_1, xnor2_1",
        "synth_area_um2": 3130,
        "ys_warn_count": 9,
        "avgSynthCellArea_um2": 7.37,
        "synthCells": 425,
        "ys_types": 66,
        "ys_chip_area_um2": 3130,
        "yosys.stat.seqShare_pct": 20.4,
        "ys_cells": 425,
        "synth-seq-cells": 32,
    },
    "worst_setup_path": {
        "startpoint_type": "input port",
        "crit_type": "input port to flop",
        "required_ps": 11960,
        "arrival_ps": 7800,
        "worstPathMaxFanout": 12,
        "cp-end-kind": "flop",
    },
    "outcome": {
        "run_status": "complete, no violations",
    },
    "clock_tree": {
        "ctsResizeCount": 0,
        "clk_latency_ps": 280,
        "post_cts_buffers": 0,
        "h-tree-depth": 2,
        "ctsHoldBuffers": 0,
        "clk_path_buf_depth": 2,
        "cts_buffers": 5,
        "clockRootBuffer": "clkbuf_8",
        "cts_tree": "yes",
        "cts.sinks": 32,
        "clk_pin_slew_ps": 70,
    },
    "pwr": {
        "p_total_mw": 0.363,
        "power_density_nw_per_um2": 97.8,
        "p_leak_nw": 1.43,
        "irDropWorstVdd_mv": 0.0768,
    },
    "cells_and_area": {
        "comb_area_um2": 2340,
        "register_area_um2": 641,
        "final_util_pct": 37.3,
        "final-instance-count-excl-fill": 585,
        "fillers": 984,
        "drive_gt1_share_pct": 6.42,
        "synthToLayoutAreaGrowth_pct": 18.5,
    },
    "worst_hold_path": {
        "hold_path_class": "flop to flop",
    },
}
cell usage in the layout, fill, tap and decap left out, drive strengths merged, types with 7 or more instances in the layout:
| cell | count |
|---|---|
| clkdlybuf4s50 | 37 |
| nand2 | 42 |
| nand3 | 9 |
| inv | 17 |
| or2 | 7 |
| nor3 | 17 |
| nand2b | 9 |
| a21oi | 36 |
| ha | 18 |
| nor2 | 56 |
| xnor2 | 29 |
| o21ai | 14 |
| nor2b | 16 |
| xor2 | 14 |
| dfxtp | 32 |
logic make-up (layout without fill, tap and decap cells):
| logic type | count (synthesis) | in the layout | share of synthesized area, % |
|---|---|---|---|
| adder cells (fa/ha/maj) | 19 | 19 | 7.82 |
| multiplexers | 7 | 7 | 2.32 |
| AND-OR/OR-AND | 93 | 93 | 19.8 |
| buffers and inverters | 38 | 65 | 4.83 |
| flip-flops | 32 | 32 | 20.4 |
| XOR/XNOR | 44 | 44 | 12.7 |
| AND/OR/NAND/NOR | 192 | 192 | 32.1 |
metal layers:
layer	vias up	GRT usage (%)
met4	0	1.02
met3	4	1.98
met1	1362	18.4
met5	-	0
li1	1546	-
met2	40	23.0
final timing paths:
path              cells after the start            end  slack, ps           from
hold / removal                        1  os_r.state[0]        400        btnr_dd
hold reg to reg                       1  os_r.state[0]        400        btnr_dd
setup reg to reg                     18    count_i[15]       6660  os_r.state[2]
setup / recovery                     21    count_i[15]       4170          sw[0]
worst max-delay path, cell delays in order:
cell	delay, ps
clkdlybuf4s50_1	600
inv_1	190
ha_1	320
or3b_1	390
a221oi_2	330
nand2_1	160
or4_1	540
and3_1	210
nor3_1	220
nand2_1	90
nor2_1	140
xnor2_1	120
nor2_1	60
ha_1	330
o311ai_0	540
nor2_1	110
a211oi_1	320
o21ai_0	160
xor2_1	160
nor2_1	110
mux2_1	320
per-stage QoR:
stage / hold WS [ps] / area [µm²]
after global routing: 420 / 3710
after floorplan: 378 / 3130
after global placement: 382 / 3610
final: 398 / 3710
after CTS: 404 / 3710
after detailed placement: 387 / 3610
where the power goes:
group | switching (mW) | total [mW] | internal, mW
clock network | 0.0387 | 0.101 | 0.0626
registers | 0.00699 | 0.123 | 0.116
logic | 0.0709 | 0.139 | 0.0681
total | 0.117 | 0.363 | 0.247
sequential cells by signal, indices dropped and copies added, names as in the netlist:
signal	cells
btnd_d	1
btnu_dd	1
os_u.state	2
btnl_dd	1
btnu_d	1
btnr_d	1
os_d.state	2
os_r.state	2
btnr_dd	1
count_i	16
btnd_dd	1
os_l.state	2
btnl_d	1
final cells by class:
class	instances	share of cell area [%]
Clock inverter	2	0.943
Tap cell	133	4.48
Inverter	17	1.72
Sequential cell	32	17.3
Multi-Input combinational cell	355	63.1
Timing Repair Buffer	40	10.6
Clock buffer	6	1.95
Power figures rest on the tool's default switching activity, not on a simulated workload.
