$ cat flow/run.sh
#!/bin/bash
# OpenROAD 26Q1-2900-gdf79404cd8, Yosys 0.63+post, stock flow scripts
make -C /OpenROAD-flow-scripts/flow DESIGN_CONFIG=/design/flow/config.mk WORK_HOME=/design/flow/orfs finish
$ cat flow/config.mk
export PLATFORM = sky130hd
export DESIGN_NAME = ButtonCount
export DESIGN_NICKNAME = ButtonCount
export VERILOG_FILES = /design/flow/design.v
export SDC_FILE = /design/flow/constraint.sdc
export NUM_CORES = 4
export LEC_CHECK = 1
export CORE_AREA = 10 10 92 92
export DIE_AREA = 0 0 102 102
$ cat flow/constraint.sdc
current_design ButtonCount

set clk_period 3.9
set clk_io_pct 0.2

create_clock -name clk0 -period $clk_period [get_ports {clk}]

set non_clock_inputs [all_inputs -no_clocks]
set_input_delay [expr $clk_period * $clk_io_pct] -clock clk0 $non_clock_inputs
set_output_delay [expr $clk_period * $clk_io_pct] -clock clk0 [all_outputs]
$ cat flow/design.v
`timescale 1 ns / 1 ps
module ButtonCount(clk, btnc, btnu, led);
    input wire logic clk, btnc, btnu;
    output logic [15:0] led;
    logic [15:0] count_i;
    logic inc_count;
    logic rst;
    logic btnu_d, btnu_dd, inc;
    assign rst = btnc;
    always_ff@(posedge clk)
        if (rst) begin
            btnu_d <= 0;
            btnu_dd <= 0;
        end
        else begin
            btnu_d <= btnu;
            btnu_dd <= btnu_d;
        end
    assign inc = btnu_dd;
    OneShot os (.clk(clk), .rst(rst), .in(inc), .os(inc_count));
    always_ff@(posedge clk)
        if (rst)
            count_i <= 0;
        else if (inc_count)
            count_i <= count_i + 1;
    assign led = count_i;
endmodule
`timescale 1 ns / 1 ps
module OneShot(clk, rst, in, os);
    input wire logic clk;        
    input wire logic rst;        
    input wire logic in;         
    output logic os;             
    logic [1:0] state, next_state;
    localparam logic[1:0] ZERO = 2'b00;
    localparam logic[1:0] INC = 2'b01;
    localparam logic[1:0] ONE = 2'b10;
    always_ff@(posedge clk)
        if (rst)
            state <= ZERO;
        else
            state <= next_state;
    always_comb begin
        next_state = state;
        case(state)
            ZERO:
                if (in)
                    next_state = INC;
            INC:
                if (in)
                    next_state = ONE;
                else
                    next_state = ZERO;
            ONE:
                if (!in)
                    next_state = ZERO;
            default:
             next_state = ZERO;
        endcase
    end
    assign os = (state == INC);
endmodule
==> results.yml <==
# physical design summary
setup_path:
  path_cells: "clkdlybuf4s50_1 -> nand2b_1 -> a21oi_1 -> a31o_2"
  cp_max_fo: 22
  path_depth: 4
  number_of_cells_on_the_worst_reg_to_reg_path: 4
  worstPathArrival_ps: 2170
  crit-reg2reg-launch: "os.state[2]"
  critical-path-slowest-cell: "clkdlybuf4s50_1"
  setup.worst_path.start: "btnc"
  reg2reg_setup_slack_ps: 2070
  timing.critical_path.required_ps: 4060
  worst_setup_path_category: "primary input to flip-flop"
  timing.rr.end: "count_i[14]"
  crit_end: "count_i[11]"
  crit_path_start_kind: "primary input"
  path_delay_family: "buffers and inverters"
  cp_num_buf_inv: 1
  worst_setup_path_end_kind: "flip-flop"
  critical-path-max-stage-delay_ps: 940
timing:
  whs_ps: 402.8
  drv_slew: 0
  post-route-period-util_pct: 51.71
  rsz0062_at_grt: "no"
  tightestPinTransition_ps: 731.9
  timing.slew.headroom_pct: 51.06
  fmax_ghz: 0.4959
  finClkSkew_ps: 1.281
  fin_setup_tns_ps: 0
  finalCriticalPeriod_ps: 2017
  fin_ws_ps: 1883
  hold_viol: 0
  final-setup-viol-count: 0
power_and_ir_drop:
  power_density_nw_per_um2: 355.9
  final_power_mw: 0.4212
  ir_drop_mv: 0.2784
  power.leakage_nw: 0.3994
cts:
  skew_pair_late_insertion_delay_ps: 260
  cts_hold_repair.buffers: 0
  postCtsSetupBuffers: 0
  cts.repair.resized: 0
  cts_tree: "built"
  cts-root-to-sink-buffers: 2
  root_buffer: "clkbuf_8"
  clock_sink_count: 20
  htreeDepth: 1
  clkSlewWorstSetupHoldPaths_ps: 70
  numCtsBuffers: 3
global_route:
  grt_overflow_total: 0
  first_global_vias: 583
  global_router_s_overall_resource_usage_pct: 3.653
  grt_max_degree: 23
  antenna_violations_before_repair: 0
  wire_length_of_the_first_global_routing_pass_microns: 3029
synth:
  yosys_warnings: 2
  cell_taking_the_most_area_after_synthesis: "dfxtp_1"
  seq_area_frac_synth_pct: 46.44
  enable_flop_cells: 0
  avgSynthCellArea_sq_um: 9.270
  synth_cells: 93
  synth_cell_type_count: 27
  ys_async_sr_fraction_pct: 0
  synth-seq-cells: 20
  synthesis.area_sq_um: 862.1
  yosys.stat.chipArea_sq_um: 862.1
  yosys-stat-cells: 93
  yosys.area.top_type_share_pct: 46.44
  ff_type: "dfxtp_1"
  synthTopCellsByArea: "dfxtp_1 46%, nor2_1 7.8%, xnor2_1 6.1%"
detailed_routing:
  route.vias.total: 696
  post_route_drc_violation_count: 0
  postRouteWirelength_microns: 1932
  detail_route.antenna_diodes: 0
  first_iter_violations: 74
  avgViaCountPerCell: 3.683
  route.antenna.remaining_nets: 0
  route.detailed.wl_per_inst_microns: 10.22
  detailedRoute.firstPassIterationCount: 2
placement:
  placed_inst_area_sq_um: 1112
  place_hpwl_microns: 1417
  dpl.cell_count: 185
  routability_driven_placement_congestion_ratio: 0.7726
  port_buffers: 18
  place_ws_ps: 1589
finish:
  layout_top_cells_excl_fill_tap: "20 x dfxtp_1, 18 x nor2_1, 18 x clkdlybuf4s50_1"
  fin_util_pct: 18.33
  layout_top_cell: "dfxtp_1"
  fin_cells: 189
  post_route_cells_drive_above_1_share_pct: 7.143
  stdcell_area_sq_um: 1184
  synthToLayoutAreaGrowth_pct: 37.30
run:
  drv_cap: 0
  warning_count: 25
floorplanning:
  die_height_microns: 102
  die-area_sq_um: 10400
  die_x_microns: 102
  floorplan.initialDensity_pct: 13.35
  num_rows: 29
  core_area_sq_um: 6459
  boundaryPins: 19
status:
  outcome: "finished clean"
worst_hold_path:
  hold_path_startpoint: "btnu_dd"
  holdCritPathClass: "flip-flop to flip-flop"
==> logic make-up (layout without fill, tap and decap cells) <==
group	after synthesis	count (layout)	share of synthesized area, %
and+or+nand+nor	47	47	28.88
xor gates and xnor gates	11	11	11.18
buffers and inverters	6	25	4.353
AOI/OAI and AO/OA	6	6	5.226
DFF	20	20	46.44
adders and majority gates	1	1	1.451
muxes	2	2	2.467
==> sequential cells by signal, summed over array words and instances, names as in the netlist <==
signal,flops
os.state,2
btnu_d,1
count_i,16
btnu_dd,1
==> cells in the mapped netlist (2+ instances only) <==
cell      instances
xnor2_1           6
nand3_1           4
nor2b_1           3
inv_1             3
nand2b_1          2
nand2_1           4
a21oi_1           2
nand4_1           4
nor2_1           18
nor4_1            3
dfxtp_1          20
nor3_1            4
xor2_1            5
buf_6             2
==> metal layers <==
metal / vias up / wire length, microns / track usage (%)
li1: 359 / - / -
met1: 318 / 1011 / 5.512
met2: 19 / 756 / 4.543
met3: 0 / 164 / 2.045
met4: 0 / 0 / 0.2169
met5: - / 0 / 0
==> worst min path at each step <==
stage / depth (start not counted) / to
final: 1 / os.state[0]
after CTS: 1 / os.state[0]
after global routing: 1 / os.state[0]
==> area by class of cell <==
cell class	count	area [sq um]
clock buffer	3	41.29
clock inverter	1	30.03
fill	719	5275
inverter	3	11.26
multi-input combinational	67	424.2
sequential	20	400.4
tap	77	96.34
timing repair buffer	18	180.2
==> power by group <==
group	switching (mW)	internal, mW	total, mW	leakage (nW)
logic	0.00441	0.00445	0.00886	0.202
clock network	0.0674	0.137	0.204	0.0357
registers	0.00195	0.206	0.208	0.162
total	0.0738	0.347	0.421	0.399
Power and IR drop assume default switching activity.
